==> flow/design.v <==
module HexDriver (
    input   logic           clk,
    input   logic           reset,
    input   logic   [3:0]   in[4],
    output  logic   [7:0]   hex_seg,
    output  logic   [3:0]   hex_grid
);
    module nibble_to_hex(
        input   logic   [3:0]   nibble,
        output  logic   [7:0]   hex
    );
        always_comb begin
        case(nibble)
            4'b0000 : hex = 8'b00111111;  
            4'b0001 : hex = 8'b00000110;  
            4'b0010 : hex = 8'b01011011;  
            4'b0011 : hex = 8'b01001111;  
            4'b0100 : hex = 8'b01100110;  
            4'b0101 : hex = 8'b01101101;  
            4'b0110 : hex = 8'b01111101;  
            4'b0111 : hex = 8'b00000111;  
            4'b1000 : hex = 8'b01111111;  
            4'b1001 : hex = 8'b01101111;  
            4'b1010 : hex = 8'b01110111;  
            4'b1011 : hex = 8'b01111100;  
            4'b1100 : hex = 8'b00111001;  
            4'b1101 : hex = 8'b01011110;  
            4'b1110 : hex = 8'b01111001;  
            4'b1111 : hex = 8'b01110001;  
        endcase
        end
    endmodule
    logic [7:0] hex [4];
    genvar i;
    generate
        for(i = 0; i < 4; i++) begin
            nibble_to_hex nibble_to_hex_(
                .nibble(in[i]),
                .hex(hex[i])
            );
        end
    endgenerate
    logic [16:0] counter;
    always_ff @( posedge clk ) begin
        if (reset) begin
            counter <= '0;
        end else begin
            counter <= counter + 1;
        end
    end
    always_comb begin
        if (reset) begin
            hex_grid = '1;
            hex_seg = '1;
        end else begin
            case (counter [16:15])
            2'b00: begin
                hex_seg = ~hex[0];
                hex_grid = 4'b1110;
            end
            2'b01: begin
                hex_seg = ~hex[1];
                hex_grid = 4'b1101;
            end
            2'b10: begin
                hex_seg = ~hex[2];
                hex_grid = 4'b1011;
            end
            2'b11: begin
                hex_seg = ~hex[3];
                hex_grid = 4'b0111;
            end
            endcase
        end
    end
endmodule
module add_subtractor(
    input logic     [8:0]   A, B,
    input logic             fn, add,
    output logic    [8:0]   S,
    output logic            carry_out
    );
    logic [8:0] internal_B, internal_S;
    always_comb begin
            internal_B = {9{fn}}^B;
    end
    ripple_adder RA9 (
        .x(A),
        .y(internal_B),
        .z(fn),
        .s(S),
        .cout(carry_out)
    );
endmodule
`timescale 1ns / 1ps
module control(input logic Clk, Reset_Load_Clear, Run, M,
                output logic clr_ld, shift_en, add, subtract);
  enum logic [4:0] {Idle, Add1, Add2, Add3, Add4, Add5, Add6, Add7, Add8, Subtract,
  Shift1, Shift2, Shift3, Shift4, Shift5, Shift6, Shift7, Shift8, Reset} curr_state, next_state;
    always_ff @ (posedge Clk)
    begin
        if (Reset_Load_Clear)
            curr_state <= Idle;
        else
            curr_state <= next_state;
    end
    always_comb begin
        next_state = curr_state;
        unique case (curr_state)
            Idle :      if(Run)
                            next_state = Reset;
            Reset :                      next_state = Add1;
            Add1 :                       next_state = Shift1;
            Add2 :                       next_state = Shift2;
            Add3 :                       next_state = Shift3;
            Add4 :                       next_state = Shift4;
            Add5 :                       next_state = Shift5;
            Add6 :                       next_state = Shift6;
            Add7 :                       next_state = Shift7;
            Subtract :                   next_state = Shift8;
            Shift1 :                     next_state = Add2;
            Shift2 :                     next_state = Add3;
            Shift3 :                     next_state = Add4;
            Shift4 :                     next_state = Add5;
            Shift5 :                     next_state = Add6;
            Shift6 :                     next_state = Add7;
            Shift7 :                     next_state = Subtract;
            Shift8 :    if (~Run)
                                         next_state = Idle;
        endcase
        case (curr_state)
           Idle:
             begin
                clr_ld    = 1'b0;
                shift_en  = 1'b0;
                add       = 1'b0;
                subtract  = 1'b0;
		      end
           Reset:
             begin
                clr_ld    = 1'b1;
                shift_en  = 1'b0;
                add       = 1'b0;
                subtract  = 1'b0;
              end
           Add1, Add2, Add3, Add4, Add5, Add6, Add7:
		      begin
                clr_ld    = 1'b0;
                shift_en  = 1'b0;
                add       = M;
                subtract  = 1'b0;
              end
		   Subtract:
            begin
                clr_ld    = 1'b0;
                shift_en  = 1'b0;
                add       = M;
                subtract  = M;
            end
	   	  Shift1, Shift2, Shift3, Shift4, Shift5, Shift6, Shift7, Shift8:
	   	      begin
                clr_ld    = 1'b0;
                shift_en  = 1'b1;
                add       = 1'b0;
                subtract  = 1'b0;
		      end
	   	   default:
		      begin
                clr_ld    = 1'b0;
                shift_en  = 1'b0;
                add       = 1'b0;
                subtract  = 1'b0;
		      end
        endcase
    end
endmodule
module full_adder ( input logic x, y, z,
                    output logic s, c);
    assign s = x^y^z;
    assign c = (x&y) | (y&z) | (x&z);
endmodule
module multiplier(
    input   logic           Clk, Reset_Load_Clear, Run,
    input   logic   [7:0]   SW,
    output  logic   [7:0]   hex_segA,
    output  logic   [3:0]   hex_gridA,
    output  logic   [7:0]   Aval, Bval,
    output  logic           Xval
);
    logic Run_SH_prev;
    logic Run_Rising_Edge;
    logic [7:0] A, B;
    logic [7:0] SW_S;
    logic [8:0] S;
    logic subtract, add, shift_en, shift_in, shift_out, Aout, Bout, X, carry_out;
    control Ctrl (
        .Clk,
        .Reset_Load_Clear(Reset_Load_Clear_SH),
        .Run(Run_Rising_Edge),
        .M(B[0]),
        .clr_ld,
        .shift_en,
        .add,
        .subtract
    );
    add_subtractor add_sub(
        .A({A[7],A}),
        .B({SW_S[7],SW_S[7:0]}),
        .fn(subtract),
        .add,
        .S,
        .carry_out
    );
    shift_register SRA (
        .Clk,
        .reset(clr_ld),
        .shift_in(X),
        .load(add),
        .shift_en,
        .D(S[7:0]),
        .shift_out(Aout),
        .Data_Out(A)
    );
    shift_register SRB (
        .Clk,
        .reset(1'b0),
        .shift_in(Aout),
        .load(Reset_Load_Clear_SH),
        .shift_en,
        .D(SW_S[7:0]),
        .shift_out(Bout),
        .Data_Out(B)
    );
    HexDriver HexA (
        .clk(Clk),
        .reset(Reset_Load_Clear_SH),
        .in({A[7:4], A[3:0], B[7:4], B[3:0]}),
        .hex_seg(hex_segA),
        .hex_grid(hex_gridA)
    );
     always_ff @(posedge Clk or posedge Reset_Load_Clear_SH) begin
        if (Reset_Load_Clear_SH)
            Run_SH_prev <= 1'b0;
        else
            Run_SH_prev <= Run_SH;
    end
    assign Run_Rising_Edge = Run_SH & ~Run_SH_prev;
    always_ff @ (posedge Clk)
     begin
        if (Reset_Load_Clear_SH)
            X <= 1'b0;
        else if (add)
            X <= S[8];
        else
            X <= X;
     end
    sync button_sync[1:0] (Clk, {Reset_Load_Clear, Run}, {Reset_Load_Clear_SH, Run_SH});
    sync SW_sync[7:0] (Clk, SW, SW_S);
    assign Aval = A[7:0];
    assign Bval = B[7:0];
    assign Xval = X;
endmodule
module ripple_adder ( input logic  [8:0] x, y,
                      input logic        z,
                      output logic [8:0] s,
                      output logic       cout);
logic [7:0] c;
    full_adder FA0(.x(x[0]), .y(y[0]), .z(z), .s(s[0]), .c(c[0]));
    full_adder FA1(.x(x[1]), .y(y[1]), .z(c[0]), .s(s[1]), .c(c[1]));
    full_adder FA2(.x(x[2]), .y(y[2]), .z(c[1]), .s(s[2]), .c(c[2]));
    full_adder FA3(.x(x[3]), .y(y[3]), .z(c[2]), .s(s[3]), .c(c[3]));
    full_adder FA4(.x(x[4]), .y(y[4]), .z(c[3]), .s(s[4]), .c(c[4]));
    full_adder FA5(.x(x[5]), .y(y[5]), .z(c[4]), .s(s[5]), .c(c[5]));
    full_adder FA6(.x(x[6]), .y(y[6]), .z(c[5]), .s(s[6]), .c(c[6]));
    full_adder FA7(.x(x[7]), .y(y[7]), .z(c[6]), .s(s[7]), .c(c[7]));
    full_adder FA8(.x(x[8]), .y(y[8]), .z(c[7]), .s(s[8]), .c(cout));
endmodule
module shift_register(
    input logic Clk, reset, shift_in, load, shift_en,
    input logic [7:0] D,
    output logic shift_out,
    output logic [7:0] Data_Out
    );
    always_ff @ (posedge Clk) begin
        if (reset)
            Data_Out <= 8'b0;
        else if (load)
            Data_Out <= D;
        else if (shift_en)
            Data_Out <= {shift_in, Data_Out[7:1]};
    end
    assign shift_out = Data_Out[0];
endmodule
module sync (
	input  logic Clk, SW,
	output logic q
);
always_ff @ (posedge Clk)
begin
	q <= SW;
end
endmodule
module sync_r0 (
	input  logic Clk, reset, SW,
	output logic q
);
always_ff @ (posedge Clk or posedge reset)
begin
	if (reset)
		q <= 1'b0;
	else
		q <= SW;
end
endmodule
module sync_r1 (
	input  logic Clk, reset, SW,
	output logic q
);
always_ff @ (posedge Clk or posedge reset)
begin
	if (reset)
		q <= 1'b1;
	else
		q <= SW;
end
endmodule
==> flow/run.sh <==
#!/bin/bash
# OpenROAD 26Q1-2900-gdf79404cd8, Yosys 0.63+post, stock flow scripts
make -C /OpenROAD-flow-scripts/flow DESIGN_CONFIG=/design/flow/config.mk WORK_HOME=/design/flow/orfs finish
==> flow/config.mk <==
export PLATFORM = sky130hd
export DESIGN_NAME = multiplier
export DESIGN_NICKNAME = multiplier
export VERILOG_FILES = /design/flow/design.v
export SDC_FILE = /design/flow/constraint.sdc
export NUM_CORES = 4
export LEC_CHECK = 1
export CORE_UTILIZATION = 30
export SYNTH_HDL_FRONTEND = slang
==> flow/constraint.sdc <==
current_design multiplier

set clk_period 4.4
set clk_io_pct 0.2

create_clock -name clk0 -period $clk_period [get_ports {Clk}]

set non_clock_inputs [all_inputs -no_clocks]
set_input_delay [expr $clk_period * $clk_io_pct] -clock clk0 $non_clock_inputs
set_output_delay [expr $clk_period * $clk_io_pct] -clock clk0 [all_outputs]
==> out/results.ini <==
[synthesis]
numSynthFlops = 91
mappedNetlistArea_sq_mm = 0.00465
synth_area_per_cell_sq_um = 10.4
synth.lib_cells_used.distinct = 62
edf_count = 8
number_of_synthesis_warnings = 0
synthDominantAreaCellType = sky130_fd_sc_hd__dfxtp_1
ys_seq_share_pct = 41.0
synth.yosys.chip_area_sq_mm = 0.00465
most_instantiated_cells_after_synthesis = 82 x sky130_fd_sc_hd__dfxtp_1, 29 x sky130_fd_sc_hd__ha_1, 28 x sky130_fd_sc_hd__inv_1
yosys-stat-cells = 446
ys_async_sr_fraction_pct = 1.10
synthesis.instances = 446
top_area_share_pct = 35.3
yosysMostFrequentCell = sky130_fd_sc_hd__dfxtp_1
area_leaders = sky130_fd_sc_hd__dfxtp_1 35%, sky130_fd_sc_hd__ha_1 7.8%, sky130_fd_sc_hd__edfxtp_1 5.2%
ys.flop_type = sky130_fd_sc_hd__dfxtp_1

[final_timing]
finalHoldViolations = 0
finalMaxSlewViolations = 0
period_used_pct = 99.6
tightestPinTransition_ns = 0.841
setup_ws_ns = 0.0160
slew_headroom_pct = 42.3
worst_hold_slack_ns = 0.347
unrepaired_setup_endpoints_after_global_routing = true
fin_skew_ns = 0.00795
finalSetupViolations = 0
maxClockFrequency_mhz = 228
final_period_minus_worst_setup_slack_ns = 4.38

[detailed_routing]
drt-initial-drc-count = 124
drtAntennaViolNets = 0
detail_route.first_pass.iterations = 6
routed_via_density = 4.87
diodes = 0
drc = 0
dr_total_vias = 3312
avgRoutedWirePerCell_um = 14.4
wl_um = 9820

[floorplan]
io-pin-count = 40
die_width_um = 127
die_height_um = 127
rows = 45
core_sq_mm = 0.0151
die_area_sq_mm = 0.0160
initCoreUtil_pct = 30.7

[clocking]
clock_tree_from_tritoncts = built
tritoncts_num_sinks = 91
clockRootBuffer = sky130_fd_sc_hd__clkbuf_16
clock.latency.late_pin_ns = 0.33
cts_buffer_depth = 2
tritoncts.num_buffers = 9
path_clk_slew_ns = 0.06
cts.htree.levels = 3

[layout]
final_layout_size_suffix_gt1_share_pct = 19.1
final-seq-area_sq_mm = 0.00191
combGateArea_sq_mm = 0.00257
final_core_utilization_pct = 37.5
area.growth.synth_to_final_pct = 22.1
fin_area_sq_mm = 0.00568
fillers = 1392

[critical_path]
arrival_ns = 4.63
crit_required_ns = 4.64
critical_path.startpoint_type = flop
path_max_fanout = 4
criticalPathCategory = flop to flop
worst_setup_path_end_kind = flop
worst_reg_to_reg_setup_slack_ns = 0.02
rr_worst_depth = 15

[hold_path]
worst_hold_path_type = flop to flop
worstHoldPathCells = 0

[global_routing]
antenna_found_initial = 0
grt_use_total_pct = 12.8
first_global_vias = 3139
global_route.overflow_total = 0
grt_pass1_wl_um = 15800
grt_start_max_net_pins = 36

[placed_design]
post_dp_cell_area_sq_mm = 0.00527
place_congestion = 0.897
dp_hpwl_um = 7240
numPortBuffers = 38
preCtsSetupSlack_ns = -0.0480

[power_and_ir_drop]
net-switching-power_w = 0.000717
clockPowerShare_pct = 31.6
p_int_w = 0.00178
sw_frac_of_total_pct = 28.7
power.sequential.fraction_pct = 41.3
areal_power_density_over_the_cells_mw_per_mm2 = 440
worst_ir_drop_on_vdd_mv = 0.204
leakagePower_nw = 2.25
combinational_share_of_power_pct = 27.1
power_w = 0.00250

[run_status]
status = complete, no violations

[job]
log.warning_count = 50
cap_viol_max_count = 0

[final timing paths]
| kind | from | endpoint |
|---|---|---|
| max in group asynchronous | button_sync[1].q | Run_SH_prev |
| worst min-delay path | button_sync[0].q | Run_SH_prev |
| worst max register to register | SRB.Data_Out[0] | HexA.genblk1[0].nibble_to_hex_.hex[0] |
| worst min register to register | button_sync[0].q | Run_SH_prev |
| worst max-delay path | SRB.Data_Out[0] | HexA.genblk1[0].nibble_to_hex_.hex[0] |
| min in group asynchronous | button_sync[1].q | Run_SH_prev |
[per-layer routing]
layer | part of all wire (%) | vias up | global-route usage [%]
met5 | 0 | - | 0
met4 | 1.6 | 0 | 2.06
met3 | 5.2 | 10 | 2.49
met2 | 46 | 79 | 20.5
met1 | 47 | 1557 | 18.7
li1 | - | 1666 | -
[worst max-delay path, stage by stage (launching register included)]
cell and delay, ns:
sky130_fd_sc_hd__edfxtp_1 0.42, sky130_fd_sc_hd__nand2_4 0.13, sky130_fd_sc_hd__o21ai_4 0.06, sky130_fd_sc_hd__fa_2 0.37, sky130_fd_sc_hd__fa_2 0.38, sky130_fd_sc_hd__fa_2 0.38, sky130_fd_sc_hd__fa_2 0.38, sky130_fd_sc_hd__fa_2 0.37
sky130_fd_sc_hd__fa_2 0.34, sky130_fd_sc_hd__inv_2 0.06, sky130_fd_sc_hd__fa_1 0.40, sky130_fd_sc_hd__o211a_1 0.14, sky130_fd_sc_hd__a311o_1 0.42, sky130_fd_sc_hd__inv_4 0.10, sky130_fd_sc_hd__o2bb2ai_2 0.07, sky130_fd_sc_hd__a221oi_2 0.27
[cells by family after synthesis]
| kind of cell | share of synthesized area, % |
|---|---|
| AND-OR/OR-AND | 11.8 |
| XOR/XNOR | 3.58 |
| adder cells (fa/ha/maj) | 10.8 |
| buffers and inverters | 5.97 |
| flip-flops | 41.0 |
| multiplexers | 12.0 |
| other | 0.0806 |
| AND/OR/NAND/NOR | 14.7 |
[power by group through the flow]
stage	combinational, W	clock, W	sequential [W]
final	0.000677	0.000789	0.00103
after global routing	0.000754	0.000843	0.00105
after CTS	0.000649	0.000807	0.00104
[flip-flops by register name (all words and copies together) (netlist names)]
register,flops
HexA.genblk1.nibble_to_hex_.hex,28
Ctrl.curr_state,18
HexA.counter,17
SRA.Data_Out,8
SRB.Data_Out,8
SW_sync.q,8
button_sync.q,2
Run_SH_prev,1
Xval,1
[through the flow]
stage,instances,setup TNS (ns)
global route,680,-0.335
finish,680,0
detailed placement,660,-0.107
global placement,660,0
floorplan,446,0
CTS,678,0
[cell type report]
class	instances	share of cell area (%)
multi-input cells	296	45.2
flip-flops and latches	91	33.6
repair buffers	60	9.67
clock buffers	10	4.21
well taps	188	4.14
inverters	29	1.96
clock inverters	6	1.23
[what timing repair did]
item	CTS	global route
setup endpoints to repair	4	5
resized	0	15
pin swaps	2	13
buffers inserted	2	2
hold buffers	0	0
gates cloned	0	0
[cells in the final DEF, fill, tap and decap left out, drive strengths merged, types with 9 or more instances in the layout]
| cell | instances |
|---|---|
| nand2 | 24 |
| ha | 29 |
| a21oi | 13 |
| nand3 | 18 |
| mux2i | 15 |
| buf | 22 |
| xnor2 | 11 |
| dfxtp | 82 |
| mux2 | 18 |
| nor2 | 23 |
| inv | 32 |
| o21ai | 14 |
| clkbuf | 10 |
| mux4 | 9 |
| clkdlybuf4s50 | 38 |
| nor2b | 19 |
